<file path="config.mk">
export PLATFORM = sky130hd
export DESIGN_NAME = collatz
export DESIGN_NICKNAME = collatz
export VERILOG_FILES = /design/flow/design.v
export SDC_FILE = /design/flow/constraint.sdc
export NUM_CORES = 4
export LEC_CHECK = 1
export CORE_AREA = 10 10 87 87
export DIE_AREA = 0 0 97 97
</file>
<file path="run.sh">
#!/bin/bash
# OpenROAD 26Q1-2900-gdf79404cd8, Yosys 0.63+post, stock flow scripts
make -C /OpenROAD-flow-scripts/flow DESIGN_CONFIG=/design/flow/config.mk WORK_HOME=/design/flow/orfs finish
</file>
<file path="constraint.sdc">
current_design collatz

set clk_period 3.7
set clk_io_pct 0.2

create_clock -name clk0 -period $clk_period [get_ports {clk}]

set non_clock_inputs [all_inputs -no_clocks]
set_input_delay [expr $clk_period * $clk_io_pct] -clock clk0 $non_clock_inputs
set_output_delay [expr $clk_period * $clk_io_pct] -clock clk0 [all_outputs]
</file>
<file path="design.v">
`timescale 1ns / 1ps
module collatz(clk, arst, en, out);
	parameter N = 6;	 
	parameter C = 8; 	 
	parameter O = 14;	 
	input clk, arst, en;	
	output [O-1:0] out;
	reg [O-1:0] number;
	assign out = number;
	always @(posedge clk or posedge arst) begin
		if (arst == 1'b1) begin
			number <= N;
		end	
		else if (en) begin
			if (number[0] == 1'b1) begin 	 
				number <= 3 * number + 1;
			end	
			else begin							 
				number <= number >> 1;		 
			end	
			if (number == 1)
				number <= number;
		end
	end	
endmodule
module collatz_top(CLK1, arst, seg, an, Led);
	parameter N = 7;
	parameter W = 4;
	parameter S = 8;
	parameter H = 14;
	parameter CL = 6;		 
	input CLK1, arst;
	output [0:N-1] seg;
	output [W-1:0] an;
	output [S-1:0] Led;
	wire [15:0] text;
	wire one_sec;
	wire [S-1:0] num_sel;
	wire [H-1:0] bin_text;
	assign Led = (bin_text == 14'b1) ? Led : num_sel;
	one_second ONE (.CLK1(CLK1), .arst(arst), .one_sec_clock(one_sec));
	counter #(S) CNT (.clk(CLK1), .arst(arst), .en(one_sec), .q(num_sel));
	collatz #(.N(CL)) CALC (.clk(CLK1), .arst(arst), .en(one_sec), .out(bin_text));
	bin2bcd #(H, W) BCD (.in(bin_text), .ones(text[3:0]), .tens(text[7:4]), .hundreds(text[11:8]), .thousands(text[15:12]));
	display T (.text(text), .clk(CLK1), .arst(arst), .seg(seg), .an(an));
endmodule
</file>
==> results.json <==
{
  "grt_max_degree": 20,
  "rrSetupSlack_ns": 1.06,
  "crit_fanout": 19,
  "clkTransAtPathRegs_ns": 0.06,
  "fp.dieH_um": 97,
  "dp_slack_ns": 1.10,
  "htreeDepth": 1,
  "syn_area_mm2": 0.00131,
  "edf_count": 0,
  "grt-busiest-layer": "met2",
  "async_reset_ff_share_pct": 100,
  "use_met1_pct": 9.19,
  "routed_via_density": 4.67,
  "chipArea_mm2": 0.00941,
  "synth_cell_types": 34,
  "gr-usage-met2_pct": 9.71,
  "ant_nets": 0,
  "drtPass1Iterations": 4,
  "slew_viol_final": 0,
  "path_cells": "inv_1, ha_1, nor2b_4, o2111a_1, o311ai_2, a21oi_1, o21a_1, o32ai_1",
  "grt_use_met3_pct": 2.29,
  "crit_family": "AND-OR/OR-AND gates",
  "clock_skew_ns": 0.00195,
  "combGateArea_um2": 878,
  "setup_viol": 0,
  "drt_iter0_drc": 89,
  "clock.fmax_mhz": 380,
  "warnings": 32,
  "path_buffers": 1,
  "cts_resized": 0,
  "largest-register": "number",
  "cts_tree": "done",
  "cts_sinks": 14,
  "grt_pass1_wl_um": 5350,
  "finalSetupTns_ns": 0,
  "ys.warnings.count": 1,
  "p_per_area_mw_per_mm2": 1020,
  "globalplace.congestion": 0.882,
  "clk_latency_ns": 0.24,
  "hpwl_um": 2440,
  "cts-hold-fix-buffers": 0,
  "worst_pin_slew_ns": 0.593,
  "coreArea_mm2": 0.00564,
  "grt_usage_pct": 6.53,
  "critPathMaxStageDelay_ns": 0.72,
  "grt_overflow": 0,
  "drt_wl_total_um": 3100,
  "required_ns": 3.85,
  "finish.utilization_pct": 28.4,
  "cts-root-buf": "clkbuf_8",
  "finalCriticalPeriod_ns": 2.64,
  "path_class": "flip-flop to flip-flop",
  "cp_data_arrival_time_ns": 2.78,
  "holdWs_ns": 0.514,
  "rows": 27,
  "ys_seq_elements": 14,
  "flop_cell": "dfrtp_1",
  "fillers": 591,
  "die_w_um": 97,
  "setup_slack_ns": 1.06,
  "top_cell": "ha_1",
  "numPortBuffers": 16,
  "syn_avg_cell_area_um2": 8.37,
  "final_hold_viol_count": 0,
  "startpoint_type": "flip-flop",
  "fp_util_pct": 23.3,
  "topCellsByArea": "dfrtp_1 (23%), ha_1 (19%), o21ai_0 (6.5%)",
  "io_pins": 17,
  "yosysSeqAreaShare_pct": 26.9,
  "drive_above_1_share_pct": 5.17,
  "slowest_stage": "dfrtp_1",
  "vias": 1148,
  "peakVddDrop_v": 0.000272,
  "common_cells": "ha_1 (20), o21ai_0 (17), inv_1 (16), nand2_1 (14), a21oi_1 (13)",
  "synth_top_area_share_pct": 22.9,
  "worst_setup_path_end_kind": "flip-flop",
  "maxCapViolations": 0,
  "grt_pass1_vias": 1062,
  "rsz0062_at_grt": "no",
  "areaGrowthSynthToFinish_pct": 22.1,
  "largest_area_cell": "dfrtp_1",
  "p_leak_nw": 0.699,
  "holdCritPathClass": "flip-flop to flip-flop",
  "ff_latch_area_um2": 353,
  "clock_path_buffers": 2,
  "antenna_found_initial": 0,
  "slew_headroom_pct": 60.4,
  "timing.final.crit_share_pct": 71.2,
  "drcViolationCount": 0,
  "netlist_instances": 157,
  "largest_reg_flops": 13,
  "largestRegisters": "number: 13 flops",
  "cts_setup_buffers": 0,
  "ys_cells": 157,
  "ys_chip_area_mm2": 0.00131,
  "status": "complete, no violations",
  "antennaDiodeCount": 0,
  "wire_per_inst_um": 12.6,
  "numCtsBuffers": 3
}
==> metrics by stage <==
step                      area (um2)  total power, mW  instances
final                           1600             1.64        246
after global placement          1550             1.49        242
after floorplan                 1310             1.15        157
after CTS                       1600             1.65        246
after global routing            1600             1.82        246
after detailed placement        1550             1.49        242
==> layer usage <==
layer  vias up  part of all wire [%]
met2        34                    42
met3         2                   7.6
met1       519                    50
met5         -                     0
li1        593                     -
met4         0                  0.74
==> cells by family (layout without fill, tap and decap cells) <==
logic type | Yosys count | after routing | synth area share, %
fa+ha+maj | 21 | 21 | 20.6
compound gates | 54 | 54 | 25.5
buf+inv | 20 | 37 | 6.29
simple gates | 38 | 38 | 13.9
xor+xnor | 8 | 8 | 5.33
flops | 14 | 14 | 26.9
mux | 2 | 2 | 1.52
==> worst reg2reg max path, cell delays in order (launching register included) <==
cell,delay (ns)
dfrtp_1,0.72
inv_1,0.33
ha_1,0.41
nor2b_4,0.04
o2111a_1,0.25
o311ai_2,0.25
a21oi_1,0.13
o21a_1,0.20
o32ai_1,0.22
==> power breakdown <==
part	switching (mW)	total, mW	internal (mW)
Clock	0.0564	0.151	0.0942
Combinational	0.572	1.14	0.564
Sequential	0.119	0.351	0.232
==> cell usage in the layout (no fill, tap or decap), types with 4 or more instances in the layout <==
master           Yosys  final
a21oi_1             13     13
a22oi_1              4      4
clkbuf_8             0      4
clkdlybuf4s50_1      0     16
dfrtp_1             12     12
ha_1                20     20
inv_1               16     16
nand2_1             14     14
nand3_1              6      6
nor2_1               7      7
o21ai_0             17     17
xnor2_1              6      6
==> layout make-up <==
| class | instances | area share, % |
|---|---|---|
| clock buffers | 4 | 3.43 |
| inverters | 16 | 3.74 |
| multi-input cells | 123 | 54.8 |
| flip-flops and latches | 14 | 22.0 |
| well taps | 72 | 5.62 |
| repair buffers | 17 | 10.5 |
==> final timing paths <==
| check | startpoint | cells after the start | to |
|---|---|---|---|
| hold reg to reg | number[2] | 2 | number[2] |
| min in group asynchronous | arst | 2 | number[10] |
| setup reg to reg | number[0] | 8 | number[13] |
| setup / recovery | number[0] | 8 | number[13] |
| max in group asynchronous | arst | 2 | number[4] |
| hold / removal | number[2] | 2 | number[2] |
No activity file was given, so power comes from the tool's default toggle rates.
