==> design.v <==
`timescale 1ns / 1ps
module mod_counter(clk, arst, q, done);
	parameter N = 7;
	parameter MAX = 127;
	input clk, arst;
	output [N-1:0] q;
	output done;
	reg [N-1:0] q;
	reg done;
	always @(posedge clk or posedge arst) begin
		if (arst == 1'b1) begin
			q <= 0;
			done <= 0;
		end
		else if (q == MAX) begin
			q <= 0;
			done <= 1;
		end
		else begin
			q <= q + 1;
			done <= 0;
		end
	end
endmodule
module one_second(CLK1, arst, one_sec_clock);
	parameter C = 26;	 
	parameter CRYSTAL = 50;	 
	parameter NUM_SEC = 1;	
	parameter [C-1:0] STOPAT = ((CRYSTAL * 1_000_000 * NUM_SEC) - 1) >> 1;	 
	input CLK1, arst;
	output one_sec_clock;
	wire [C-1:0] clock;
	mod_counter #(C, STOPAT) ONE_MC (.clk(CLK1), .arst(arst), .q(clock), .done(one_sec_clock));
endmodule
==> run.sh <==
#!/bin/bash
# OpenROAD 26Q1-2900-gdf79404cd8, Yosys 0.63+post, stock flow scripts
make -C /OpenROAD-flow-scripts/flow DESIGN_CONFIG=/design/flow/config.mk WORK_HOME=/design/flow/orfs finish
==> config.mk <==
export PLATFORM = sky130hd
export DESIGN_NAME = one_second
export DESIGN_NICKNAME = one_second
export VERILOG_FILES = /design/flow/design.v
export SDC_FILE = /design/flow/constraint.sdc
export NUM_CORES = 4
export LEC_CHECK = 1
export CORE_AREA = 10 10 97 97
export DIE_AREA = 0 0 107 107
==> constraint.sdc <==
current_design one_second

set clk_period 5.6
set clk_io_pct 0.2

create_clock -name clk0 -period $clk_period [get_ports {CLK1}]

set non_clock_inputs [all_inputs -no_clocks]
set_input_delay [expr $clk_period * $clk_io_pct] -clock clk0 $non_clock_inputs
set_output_delay [expr $clk_period * $clk_io_pct] -clock clk0 [all_outputs]
==> results.sh <==
# source this file to load flow results
export IMPL_logic_area_um2=632
export IMPL_crit_fanout=1
export IMPL_cts_setup_buffers=0
export IMPL_drv_slew=0
export IMPL_ir_drop_v=0.000120
export IMPL_hold_path_class="reg2reg"
export IMPL_ys_ff=27
export IMPL_critPathTopFamily="buffers and inverters"
export IMPL_syn_avg_cell_area_um2=10.2
export IMPL_fin_util_pct=21.1
export IMPL_clk_latency_ps=270
export IMPL_slowest_stage="clkdlybuf4s50_1"
export IMPL_die_area_mm2=0.0114
export IMPL_first_global_vias=860
export IMPL_clock_root_buffer="clkbuf_8"
export IMPL_min_period_ps=2170
export IMPL_maxCapViolCount=0
export IMPL_final_antenna_net_count=0
export IMPL_regArea_um2=676
export IMPL_initial_core_util_pct=18.6
export IMPL_synth_seq_share_pct=49.9
export IMPL_dr_first_iter_drc_count=74
export IMPL_cts_buffer_depth=2
export IMPL_drt_first_pass_iters=4
export IMPL_critical_path_class="reg2out"
export IMPL_core_mm2=0.00729
export IMPL_power_w=0.000309
export IMPL_fin_setup_tns_ps=0
export IMPL_place_congestion=0.796
export IMPL_internal_power_w=0.000246
export IMPL_die_w_um=107
export IMPL_crit_chain="clkdlybuf4s50_1"
export IMPL_drive_gt1_share_pct=8.03
export IMPL_cts_resized=0
export IMPL_clock_sinks=27
export IMPL_worstMarginPinSlew_ps=452
export IMPL_status="completed"
export IMPL_grt_setup_unrepaired="no"
export IMPL_vias=943
export IMPL_grt_ovfl_total=0
export IMPL_synth_edff_count=0
export IMPL_grt_usage_pct=4.37
export IMPL_switching_share_pct=20.4
export IMPL_setup_ws_ps=3430
export IMPL_synthArstFlopShare_pct=100
export IMPL_rows=31
export IMPL_finClkSkew_ps=3.43
export IMPL_hold_violations=0
export IMPL_grt_pass1_wl_um=4240
export IMPL_yosysTopAreaCellShare_pct=49.9
export IMPL_place_hpwl_um=1690
export IMPL_crit_path_start_kind="flip-flop"
export IMPL_yosys_area_mm2=0.00135
export IMPL_endpoint_kind="primary output"
export IMPL_synthCells=133
export IMPL_crit_required_ps=4480
export IMPL_worstPathArrival_ps=1050
export IMPL_numCtsBuffers=3
export IMPL_antenna_found_initial=0
export IMPL_numPortBuffers=2
export IMPL_via_per_inst=4.00
export IMPL_period_used_pct=38.7
export IMPL_synthTopCellsByArea="dfrtp_1, xor2_1, or4_1"
export IMPL_fillers=825
export IMPL_die_y_um=107
export IMPL_grt_max_degree=28
export IMPL_warning_count=26
export IMPL_syn_to_final_growth_pct=13.9
export IMPL_yosysUniqueCellTypes=33
export IMPL_cts_tree="done"
export IMPL_max_slew_margin_rel_pct=69.7
export IMPL_clkPwrFrac_pct=35.5
export IMPL_max_stage_delay_ps=450
export IMPL_power_switching_w=0.0000631
export IMPL_drc=0
export IMPL_fmax_mhz=461
export IMPL_n_antenna_cell=0
export IMPL_ys_cells=133
export IMPL_post_drt_wl_per_cell_um=10.1
export IMPL_p_comb_share_pct=1.6
export IMPL_synth_top_flop_cell="dfrtp_1"
export IMPL_p_leak_nw=0.633
export IMPL_cts_hold_buf=0
export IMPL_post_place_ws_ps=3590
export IMPL_syn_cell_area_mm2=0.00135
export IMPL_io_pins=3
export IMPL_htree_levels=1
export IMPL_clk_pin_slew_ps=90
export IMPL_seq_power_share_pct=63.0
export IMPL_yosys_warnings=1
export IMPL_critPathBufInv=1
export IMPL_setup_viol=0
export IMPL_top_area_cell="dfrtp_1"
export IMPL_totalWireLength_um=2390
export IMPL_power_density_mw_per_mm2=201
## final cells by class
class / count / share of cell area, %
Inverter: 7 / 1.70
Clock buffer: 3 / 2.68
Sequential cell: 27 / 43.8
Timing Repair Buffer: 4 / 2.27
Clock inverter: 1 / 0.487
Multi-Input combinational cell: 95 / 41.0
Tap cell: 99 / 8.04
## registers in the layout, indices dropped and copies added (netlist names)
name         cells
ONE_MC.q        26
ONE_MC.done      1
## power groups by stage
stage	Combinational (W)	Sequential, W	Clock [W]
after CTS	0.00000526	0.000195	0.000116
after global routing	0.00000575	0.000195	0.000124
final	0.00000485	0.000195	0.000110
## per-layer routing
metal  global-route usage (%)  vias up  routed length [um]
met1                     7.12      443                1350
met2                     5.97        7                 979
met3                     1.09        0                  64
met5                        0        -                   0
met4                        0        0                   0
li1                         -      493                   -
## per-stage QoR
step / hold WS [ps] / instance area (um2) / instances
after floorplan: 443 / 1350 / 133
after global placement: 465 / 1490 / 232
after detailed placement: 475 / 1490 / 232
after CTS: 489 / 1540 / 236
after global routing: 522 / 1540 / 236
final: 487 / 1540 / 236
## final timing paths
path | start | end | slack, ps | cells past startpoint
worst max-delay path | ONE_MC.done$_DFF_PP0_ | one_sec_clock | 3430 | 1
worst min-delay path | ONE_MC.q[25]$_DFF_PP0_ | ONE_MC.q[25]$_DFF_PP0_ | 490 | 1
worst max register to register | ONE_MC.q[12]$_DFF_PP0_ | ONE_MC.q[24]$_DFF_PP0_ | 3560 | 4
worst min register to register | ONE_MC.q[25]$_DFF_PP0_ | ONE_MC.q[25]$_DFF_PP0_ | 490 | 1
max in group asynchronous | arst | ONE_MC.q[23]$_DFF_PP0_ | 4150 | 3
min in group asynchronous | arst | ONE_MC.q[5]$_DFF_PP0_ | 1190 | 3
## cell families (layout without fill, tap and decap cells)
group                    after synthesis  in the layout  share of synthesized area, %
XOR/XNOR                              13             13                          8.41
AND-OR/OR-AND                         20             20                          9.89
adder cells (fa/ha/maj)                2              2                          1.85
buffers and inverters                 11             15                          3.42
AND/OR/NAND/NOR                       60             60                          26.5
flip-flops                            27             27                          49.9
## placed cells by master (no fill, tap or decap), types with 4 or more instances in the layout
master | netlist | final
a21oi_1 | 7 | 7
or4_1 | 7 | 7
inv_1 | 7 | 7
and4_1 | 4 | 4
nand3_1 | 9 | 9
xor2_1 | 10 | 10
nor2_1 | 10 | 10
nand2_1 | 9 | 9
dfrtp_1 | 27 | 27
nand4_1 | 5 | 5
o31ai_1 | 6 | 6
## Yosys cell counts, types with 2 or more instances
library cell / instances
a21oi_1: 7
and4_1: 4
clkbuf_1: 2
dfrtp_1: 27
ha_1: 2
inv_1: 7
nand2_1: 9
nand3_1: 9
nand4_1: 5
nor2_1: 10
nor3_1: 3
nor4_1: 2
o21ai_0: 2
o22a_1: 2
o31ai_1: 6
or3_1: 2
or4_1: 7
xnor2_1: 3
xor2_1: 10
Power is estimated from default activity; no workload was simulated.
