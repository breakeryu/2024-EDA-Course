**/design/flow/config.mk**
```make
export PLATFORM = sky130hd
export DESIGN_NAME = bin2bcd
export DESIGN_NICKNAME = bin2bcd
export VERILOG_FILES = /design/flow/design.v
export SDC_FILE = /design/flow/constraint.sdc
export NUM_CORES = 4
export LEC_CHECK = 1
export CORE_UTILIZATION = 30
```
**/design/flow/constraint.sdc**
```tcl
current_design bin2bcd

set clk_period 15.8
set clk_io_pct 0.2

create_clock -name clk0 -period $clk_period

set non_clock_inputs [all_inputs -no_clocks]
set_input_delay [expr $clk_period * $clk_io_pct] -clock clk0 $non_clock_inputs
set_output_delay [expr $clk_period * $clk_io_pct] -clock clk0 [all_outputs]
```
**/design/flow/design.v**
```verilog
`timescale 1ns / 1ps
module bin2bcd(in, out);
	parameter N = 14;		 
	parameter C = 4;		 
	input [N-1:0] in; 
	output [15:0] out; 	 
	reg [N-1:0] bin;
	reg [N+3:0] bcd;
	reg [N+3:0] result;
	assign out = bcd[15:0];
	always @(*) begin
		bin = in;
		result = 0;
		repeat (N - 1) begin
			result[0] = bin[N-1];
			if (result[3:0] > 4)
				result[3:0] = result[3:0] + 4'd3;
			if (result[7:4] > 4)
				result[7:4] = result[7:4] + 4'd3;
			if (result[11:8] > 4)
				result[11:8] = result[11:8] + 4'd3;
			if (result[15:12] > 4)
				result[15:12] = result[15:12] + 4'd3;
			result = result << 1;
			bin = bin << 1;
		end
		result[0] = bin[N-1];
		bcd <= result;
	end
endmodule	
```
**/design/flow/run.sh**
```bash
#!/bin/bash
# OpenROAD 26Q1-2900-gdf79404cd8, Yosys 0.63+post, stock flow scripts
make -C /OpenROAD-flow-scripts/flow DESIGN_CONFIG=/design/flow/config.mk WORK_HOME=/design/flow/orfs finish
```
==> run notes <==
run results: status completed, Clk pwr share 0, FF+latch area 0 um2, Syn Area/Cell between 6 and 7 um2, worst slew pin tran slightly above 0.8 ns, P_sw ~330 uW, worst-path fanout max 12, Crit Path Category in2out, VDD IR max 0.0783 mV, cells after synthesis between 500 and 600, DP HPWL between 7000 and 8000 um, core area 12000 um2, Antenna Nets Post-Route 0, largest net degree at the start of global routing 26, Slowest-stage cell, CP clkdlybuf4s50_1, Ys Warns 1, Total GRT Usage 0.145, Seq/Total Area, Yosys 0, arrival time worst endpoint between 10 and 15 ns, internal power roughly 350 uW, crit path from in[11], Post-CTS Setup Repair Bufs 0, RSZ-0062 raised after global routing false, first-pass GRT wire length between 15000 and 20000 um, # setup viols final 0, Static Leakage roughly 0.0015 uW, CP max stage delay between 0.7 and 0.8 ns, power density cells approximately 170 nW/um2, Max Cap Viol 0, Post-Syn Area 3690 um2, crit path capture type output pin, final non-filler cell area 3990 um2, period utilization 0.942, sequential cell fraction of total power 0, top cells, area ha_1, a21oi_1, mux2i_1, clock buffers 0, DIE HEIGHT 113 um, Cell Type Count about 100, Buffers on Ports 28, flop count 0, # diodes 0, # rows around 40, yosys stat cell total approximately 530, first-iteration detailed-routing DRC count between 200 and 300, HP Start in[0], area growth from synthesis to layout 8.14%, Hold Worst Slack between 6 and 7 ns, fp_density 0.307, DIE WIDTH between 100 and 150 um, share of layout cells above drive strength 1 0.0923, GPL Wtd Cong slightly above 0.9, Fmax approximately 67 MHz, total grt overflow 0, DRC viols 0, crit-path leading delay family AND-OR/OR-AND gates, vias per cell 5.97, yosys stat chip area 3690 um2, setup TNS 0 ns, WL final 9240 um, Area after DPL around 4000 um2, Vias 4045, final core utilization 0.332, Tot Pwr 686 uW, Hold-fix buffers, CTS 0, area share, top type 0.0713, CP required 12.64 ns, Post-CTS Resized 0, Synth area leader ha_1, Slew headroom 0.450, vias in the first global route about 3600, DRT Pass-1 Iters 4, WL/cell about 14 um, worst hold path type in2out, # IOs 30, Period minus WS final approximately 15 ns, final hold viol count 0, OpenROAD warnings 43, Final Max Slew Viols 0, total die area approximately 13000 um2, top post-synthesis cells by count a21oi_1, nor2_1, nand2_1, o21ai_0, Comb power frac 1.000, initial antenna violation count 0, Worst Setup Start Kind primary input, number of fill cells ~1300, switching share of power 0.483, Critical path buffers and inverters 7
==> through the flow <==
step,setup slack [ns],cells
2_1_floorplan,2.98,534
6_report,0.914,678
3_5_place_dp,0.974,678
3_3_place_gp,1.13,678
5_1_grt,0.176,678
4_1_cts,0.925,678
==> placed cells by master (no fill, tap or decap), types with 4 or more instances in the layout <==
| cell type | count |
|---|---|
| a211oi_1 | 8 |
| a21boi_0 | 6 |
| a21o_1 | 11 |
| a21oi_1 | 44 |
| a31oi_1 | 8 |
| and2_1 | 8 |
| and3_1 | 7 |
| buf_4 | 4 |
| clkdlybuf4s50_1 | 28 |
| ha_1 | 21 |
| inv_1 | 23 |
| mux2_4 | 5 |
| mux2i_1 | 17 |
| nand2_1 | 43 |
| nand2b_1 | 6 |
| nand3_1 | 11 |
| nand4_1 | 10 |
| nor2_1 | 44 |
| nor2b_1 | 5 |
| nor3_1 | 23 |
| nor4_1 | 10 |
| o211ai_1 | 17 |
| o21ai_0 | 24 |
| o21ai_1 | 10 |
| o31ai_1 | 4 |
| or3_1 | 5 |
| xnor2_1 | 11 |
| xor2_1 | 6 |
==> cell families (layout without fill, tap and decap cells) <==
logic type,after synthesis,after routing,synth area share
AOI/OAI and AO/OA,205,205,0.422
and+or+nand+nor,199,199,0.286
buffers and inverters,60,57,0.0780
muxes,26,26,0.0794
adders and majority gates,24,24,0.0801
xor gates and xnor gates,20,20,0.0536
==> power by group through the flow <==
| stage | combinational [uW] | clock, uW | sequential, uW |
|---|---|---|---|
| final | 686 | 0 | 0 |
| after CTS | 690 | 0 | 0 |
| after global routing | 768 | 0 | 0 |
==> area by class of cell <==
class	instances	area (um2)	area share
tap	147	184	0.0461
multi-input combinational	474	3400	0.853
inverter	25	93.8	0.0235
timing repair buffer	32	310	0.0778
==> final timing paths <==
path / endpoint / slack, ns / cells past startpoint
max: out[10] / 0.91 / 33
min: out[0] / 6.32 / 0
==> layer usage <==
metal / track usage / wire (um)
met5: 0 / 0
met1: 0.222 / 4620
met3: 0.00218 / 403
met4: 0.0114 / 19
met2: 0.237 / 4200
Power figures rest on the tool's default switching activity, not on a simulated workload.
